**flow/run.sh**
```bash
#!/bin/bash
# OpenROAD 26Q1-2900-gdf79404cd8, Yosys 0.63+post, stock flow scripts
make -C /OpenROAD-flow-scripts/flow DESIGN_CONFIG=/design/flow/config.mk WORK_HOME=/design/flow/orfs finish
```
**flow/config.mk**
```make
export PLATFORM = sky130hd
export DESIGN_NAME = lab0_top
export DESIGN_NICKNAME = lab0_top
export VERILOG_FILES = /design/flow/design.v
export SDC_FILE = /design/flow/constraint.sdc
export NUM_CORES = 4
export LEC_CHECK = 1
export CORE_UTILIZATION = 30
export SYNTH_HDL_FRONTEND = slang
```
**flow/constraint.sdc**
```tcl
current_design lab0_top

set clk_period 3.7
set clk_io_pct 0.2

create_clock -name clk0 -period $clk_period [get_ports {clk}]

set non_clock_inputs [all_inputs -no_clocks]
set_input_delay [expr $clk_period * $clk_io_pct] -clock clk0 $non_clock_inputs
set_output_delay [expr $clk_period * $clk_io_pct] -clock clk0 [all_outputs]
```
**flow/design.v**
```verilog
`timescale 1ns / 1ps
module counter #(
  parameter             N = 4,
  parameter             MAX = 15
)
(
  input logic           clk,
  input logic           rst,
  input logic           i_increase,
  output logic [N-1: 0] o_value,
  output logic          o_overflow
);
logic [N-1:0] cnt;
logic clear_cnt;
always_ff @(posedge clk) begin
  if ( rst ) begin
    cnt <= 0;
  end
  else begin
    if ( clear_cnt ) begin
      cnt <= 0;
    end
    else if ( i_increase ) begin
      cnt <= cnt + 1;
    end
  end
end
assign clear_cnt = (cnt == MAX) & i_increase;
assign o_overflow = clear_cnt;
assign o_value = cnt;
endmodule
`timescale 1ns / 1ps
module lab0_top (
  input  logic          clk,
  input  logic          rst,
  input  logic          i_dip,
  output logic [7:0]    o_led
);
logic timer_increase;
counter #(
  .N(27),
  .MAX(99999999)
)
timer (
  .clk(clk),
  .rst(rst),
  .i_increase(i_dip),
  .o_value(),
  .o_overflow(timer_increase)
);
logic count_increase;
assign count_increase = timer_increase;
logic [3:0] value0;
logic [3:0] value1;
logic overflow0;
logic overflow1;
counter #(
  .N(4),
  .MAX(15)
)
cnt0 (
  .clk(clk),
  .rst(rst),
  .i_increase(count_increase),
  .o_value(value0),
  .o_overflow(overflow0)
);
counter #(
  .N(4),
  .MAX(15)
)
cnt1 (
  .clk(clk),
  .rst(rst),
  .i_increase(overflow0),
  .o_value(value1),
  .o_overflow(overflow1)
);
assign o_led = {4'b0,value0};
endmodule
```
==> Table 3: Implementation characteristics <==
Physical implementation characteristics

Parameter                              Value

Status
  Run status .................. completed

Setup path
  CP Data Required Time .................. 3.86 ns
  Maximum fanout along the worst path .................. 13
  Startpoint class of the critical path .................. input port
  Crit path arrival time .................. 3.03 ns
  Worst R2R Start .................. timer.o_value[0]
  Critical Setup Path Class .................. input port to flop
  CP endpoint kind .................. flop
  Worst setup path start .................. i_dip

Drt
  Detail Route Antenna Nets .................. 0
  DRC violations left .................. 0
  Drt first-iter violations .................. 100
  Detailed-route wire length .................. 3.05 mm
  Antenna cell count .................. 0
  Routed vias/inst .................. 5.16
  Post-DR wirelength/cell .................. 11.8 um
  DRT Pass-1 Iters .................. 4
  Number of vias after detailed routing .................. 1337

Timing
  Highest clock rate .................. 348 MHz
  Count of pins over their slew limit .................. 0
  Fraction of the cycle the final worst path needs .................. 0.776
  Max_slew headroom .................. 0.578
  Sum of negative setup slack .................. 0 ns
  Hold slack final .................. 0.499 ns
  Time the worst path needs with I/O delays and setup .................. 2.87 ns
  Worst clock skew on the final layout .................. 0.00579 ns
  RSZ-0062 raised after global routing .................. false
  Final hold viol count .................. 0
  # setup viols final .................. 0
  Worst-margin pin slew .................. 0.627 ns

Flow run
  OpenROAD warning count .................. 25
  Max_cap viols .................. 0

Die
  Floorplan Utilization .................. 0.320
  Number of top-level design ports .................. 11
  Count of standard-cell rows .................. 25
  Core Box Area .................. 0.00488 mm^2
  Die width .................. 74.2 um
  Vertical die dimension .................. 74.2 um
  Chip Area .................. 0.00550 mm^2

Yosys
  Number of cells in the yosys synthesis report .................. 185
  Area leader, netlist .................. sky130_fd_sc_hd__dfxtp_1
  Most common reg cell .................. sky130_fd_sc_hd__dfxtp_1
  Flip-flops with a built-in enable .................. 0
  Summed instance area of the synthesized netlist .................. 0.00156 mm^2
  Warnings from Yosys .................. 0
  Top cells, area .................. sky130_fd_sc_hd__dfxtp_1 40%, sky130_fd_sc_hd__a21oi_1 6.1%, sky130_fd_sc_hd__nand4_1 5.6%
  Area share of the largest cell type after synthesis .................. 0.397
  Chip area estimate from yosys synthesis .................. 0.00156 mm^2
  Async set or reset register ratio after synthesis .................. 0
  Part of the Yosys area used for sequential elements .................. 0.397
  Average instance area after synthesis .................. 8.45 um^2
  Synth Instances .................. 185
  Count of unique library cells instantiated by Yosys .................. 37
  Total of flip-flops plus latches after synthesis .................. 31

Clocking
  Root Driver .................. sky130_fd_sc_hd__clkbuf_8
  Quantity of hold-fixing buffers added after cts .................. 0
  Source-to-sink clock delay at the later pin of the worst-skew pair .................. 0.28 ns
  Clock transition time at the flip-flop clock pins of the worst setup and hold paths .................. 0.07 ns
  Total clock buffers created by CTS .................. 5
  Htree depth .................. 2
  Sinks on Clock Net .................. 31
  Count of buffers added by post-CTS timing repair for setup .................. 0
  CTS-repair resized insts .................. 0
  CTS tree .................. yes
  Deepest clock path buffer count .................. 2

Cells and area
  Final cell utilization of the core .................. 0.359
  Flop area .................. 621 um^2
  Growth of design area from synthesis to finish .................. 12.0%
  Layout cells sized above 1 .................. 0.0729
  Filler Cells Inserted .................. 514
  Finished Layout Cells .................. 259
  Logic area .................. 878 um^2

Global routing
  Wire length of the first global-routing pass .................. 5.01 mm
  Maximum number of pins on one net before global-route repair .................. 14
  GR Overflow Total .................. 0
  Via count of the first global-routing pass .................. 1067
  Global-route usage over all layers .................. 0.118
  Number of antenna violations at the first check in global routing .................. 0

Placement
  DP Wirelength .................. 2.13 mm
  Placed Instances .................. 251
  Gpl congestion .................. 0.787
  Number of buffers added on ports .................. 6

Worst hold path
  Class of the most critical hold timing path .................. flop to flop
  Worst Min Path Start .................. timer.o_value[24]

Power
  P_leak .................. 0.000555 uW
  Total design power .................. 612 uW
  Largest voltage drop on the vdd net .................. 0.183 mV
  Power density relative to cell area .................. 349 mW/mm^2
==> Yosys cell counts (2+ instances only) <==
| cell | count |
|---|---|
| sky130_fd_sc_hd__nand4b_1 | 2 |
| sky130_fd_sc_hd__and4_1 | 6 |
| sky130_fd_sc_hd__nand2_1 | 12 |
| sky130_fd_sc_hd__inv_1 | 3 |
| sky130_fd_sc_hd__xnor2_1 | 4 |
| sky130_fd_sc_hd__buf_4 | 4 |
| sky130_fd_sc_hd__nand3_1 | 5 |
| sky130_fd_sc_hd__nor2_1 | 13 |
| sky130_fd_sc_hd__or3_1 | 6 |
| sky130_fd_sc_hd__nand4_1 | 14 |
| sky130_fd_sc_hd__clkbuf_1 | 4 |
| sky130_fd_sc_hd__ha_1 | 2 |
| sky130_fd_sc_hd__a21oi_1 | 19 |
| sky130_fd_sc_hd__nor3_1 | 2 |
| sky130_fd_sc_hd__nor4_1 | 2 |
| sky130_fd_sc_hd__or4_1 | 7 |
| sky130_fd_sc_hd__o21ai_0 | 10 |
| sky130_fd_sc_hd__and3_1 | 7 |
| sky130_fd_sc_hd__o31ai_1 | 7 |
| sky130_fd_sc_hd__buf_2 | 3 |
| sky130_fd_sc_hd__xor2_1 | 7 |
| sky130_fd_sc_hd__dfxtp_1 | 31 |
==> critical path, stage by stage <==
cell and delay [ns]:
sky130_fd_sc_hd__clkdlybuf4s50_1 0.45, sky130_fd_sc_hd__buf_4 0.16, sky130_fd_sc_hd__nand4_1 0.23, sky130_fd_sc_hd__nor4_1 0.64, sky130_fd_sc_hd__a21o_1 0.46, sky130_fd_sc_hd__buf_4 0.28, sky130_fd_sc_hd__a21oi_1 0.05
==> power breakdown <==
part           switching (uW)  internal (uW)
clock network             124            132
registers                2.35            336
logic                    9.88           7.15
==> final cells by class <==
class / instances / area share
Multi-Input combinational cell: 142 / 0.502
Sequential cell: 31 / 0.355
Timing Repair Buffer: 8 / 0.0429
Clock inverter: 1 / 0.00286
Tap cell: 67 / 0.0479
Inverter: 3 / 0.00643
Clock buffer: 7 / 0.0436
==> per-stage QoR <==
step | worst slack (ns) | cell area (um^2)
2_1_floorplan | 1.38 | 1570
3_3_place_gp | 0.669 | 1670
3_5_place_dp | 0.585 | 1670
4_1_cts | 0.884 | 1750
5_1_grt | 0.710 | 1750
6_report | 0.830 | 1750
==> flip-flops by register name, summed over array words and instances, names as in the netlist <==
signal,count
cnt0.o_value,4
timer.o_value,27
==> path summary, 6_finish.rpt <==
| kind | slack [ns] | end | depth (start not counted) |
|---|---|---|---|
| setup / recovery | 0.83 | timer.o_value[15] | 7 |
| hold / removal | 0.50 | timer.o_value[24] | 2 |
| setup reg to reg | 1.26 | timer.o_value[15] | 6 |
| hold reg to reg | 0.50 | timer.o_value[24] | 2 |
==> layout by cell type, fill, tap and decap left out <==
cell type / n
sky130_fd_sc_hd__or3_1: 6
sky130_fd_sc_hd__a21oi_1: 19
sky130_fd_sc_hd__nand2b_1: 1
sky130_fd_sc_hd__or4_1: 7
sky130_fd_sc_hd__clkdlybuf4s50_1: 6
sky130_fd_sc_hd__buf_4: 2
sky130_fd_sc_hd__and4_1: 6
sky130_fd_sc_hd__or3_2: 1
sky130_fd_sc_hd__nand4b_1: 2
sky130_fd_sc_hd__dfxtp_1: 31
sky130_fd_sc_hd__xor2_1: 7
sky130_fd_sc_hd__o21ai_0: 10
sky130_fd_sc_hd__or4b_4: 1
sky130_fd_sc_hd__nor2_1: 13
sky130_fd_sc_hd__o21a_1: 1
sky130_fd_sc_hd__nand3b_1: 1
sky130_fd_sc_hd__inv_1: 3
sky130_fd_sc_hd__nor3_1: 2
sky130_fd_sc_hd__and2_1: 1
sky130_fd_sc_hd__mux2i_1: 1
sky130_fd_sc_hd__conb_1: 4
sky130_fd_sc_hd__nand2_1: 12
sky130_fd_sc_hd__clkbuf_8: 5
sky130_fd_sc_hd__a21o_1: 1
sky130_fd_sc_hd__nor4_1: 2
sky130_fd_sc_hd__and2_2: 1
sky130_fd_sc_hd__nand3_1: 5
sky130_fd_sc_hd__o31ai_1: 7
sky130_fd_sc_hd__xnor2_1: 4
sky130_fd_sc_hd__or2_2: 1
sky130_fd_sc_hd__o21ba_2: 1
sky130_fd_sc_hd__or4_4: 1
sky130_fd_sc_hd__ha_1: 2
sky130_fd_sc_hd__nand4_1: 14
sky130_fd_sc_hd__clkbuf_1: 2
sky130_fd_sc_hd__or4b_1: 1
sky130_fd_sc_hd__and3_1: 7
sky130_fd_sc_hd__clkinv_2: 1
==> cell families after synthesis <==
kind of cell,Yosys count,synth area share
adder cells (fa/ha/maj),2,0.0160
AND/OR/NAND/NOR,85,0.326
multiplexers,1,0.00641
other,1,0.00240
AND-OR/OR-AND,39,0.143
XOR/XNOR,11,0.0616
buffers and inverters,15,0.0480
flip-flops,31,0.397
==> per-layer routing <==
metal / up-vias / GRT usage / wire length [um]
met5: - / 0 / 0
met4: 0 / 0.0192 / 20
met3: 2 / 0.0247 / 152
met2: 32 / 0.166 / 1240
met1: 610 / 0.191 / 1630
li1: 693 / - / -
No activity file was given, so power comes from the tool's default toggle rates.
