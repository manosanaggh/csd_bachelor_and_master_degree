==> /design/flow/config.mk <==
export PLATFORM = sky130hd
export DESIGN_NAME = maze_controller
export DESIGN_NICKNAME = maze_controller
export VERILOG_FILES = /design/flow/design.v
export SDC_FILE = /design/flow/constraint.sdc
export NUM_CORES = 4
export LEC_CHECK = 1
export CORE_UTILIZATION = 50
export SYNTH_HDL_FRONTEND = slang
==> /design/flow/constraint.sdc <==
current_design maze_controller

set clk_period 4.0
set clk_io_pct 0.2

create_clock -name clk0 -period $clk_period [get_ports {clk}]

set non_clock_inputs [all_inputs -no_clocks]
set_input_delay [expr $clk_period * $clk_io_pct] -clock clk0 $non_clock_inputs
set_output_delay [expr $clk_period * $clk_io_pct] -clock clk0 [all_outputs]
==> /design/flow/design.v <==
`timescale 1ns/1ps
module maze_controller(
  input clk,
  input rst,
  input  i_control,
  input  i_up,
  input  i_down,
  input  i_left,
  input  i_right,
  output logic        o_rom_en,
  output logic [10:0] o_rom_addr,
  input  logic [15:0] i_rom_data,
  output logic [5:0] o_player_bcol,
  output logic [5:0] o_player_brow,
  input  logic [5:0] i_exit_bcol,
  input  logic [5:0] i_exit_brow,
  output logic [7:0] o_leds
);
logic pressed,up_down,finished;
logic [1:0] count_i_control;
logic [5:0] new_bcol,curr_bcol;
logic [5:0] new_brow,curr_brow;
enum logic [3:0] {
IDLE = 1,
PLAY = 2,
UP = 3,
DOWN = 4,
LEFT = 5,
RIGHT = 6,
READROM = 7,
CHECK = 8,
UPDATE = 9,
END = 10
} currentState, nextState;
always_ff @(posedge clk) begin
    if (rst) begin 
        currentState <= IDLE;
        nextState <= IDLE;
        o_player_bcol <= 1;
        o_player_brow <= 0;
        count_i_control <= 0;
        pressed <= 0;
        new_bcol <= 1;
        new_brow <= 0;
        up_down <= 0;
        curr_bcol <= 1;
        curr_brow <= 0;
        finished <= 0;
    end
    else begin
        case (currentState)
            IDLE: begin 
                if(count_i_control == 0 && !finished) begin
                    o_player_bcol <= 1;
                    o_player_brow <= 1;
                    curr_bcol <= 1;
                    curr_brow <= 0;
                end       
                if(count_i_control == 0 && finished) begin
                    o_player_bcol <= 1;
                    o_player_brow <= 0;
                    curr_bcol <= 1;
                    curr_brow <= 0;
                end  
                if(pressed) begin
                    count_i_control <= 0;
                    pressed <= 0;
                end
                if(count_i_control < 3 && i_control) begin
                    count_i_control <= count_i_control + 1;                
                end
                if(count_i_control == 3 && !pressed) begin
                    count_i_control <= 0;
                    nextState <= PLAY;
                end
            end
            PLAY: begin
                new_bcol <= curr_bcol;
                new_brow <= curr_brow; 
                if (i_up) begin 
                    pressed <= 1;
                    nextState <= UP;
                end
                else if(i_down) begin
                    pressed <= 1;
                    nextState <= DOWN;
                end
                else if(i_left) begin
                    pressed <= 1;
                    nextState <= LEFT;
                end
                else if(i_right) begin
                    pressed <= 1;
                    nextState <= RIGHT;                
                end
                if(o_player_bcol == i_exit_bcol && o_player_brow == i_exit_brow) begin
                    nextState <= END;
                end
            end
            UP: begin
               new_brow <= curr_brow - 1;
               up_down <= 1; 
               nextState <= READROM;
            end
            DOWN: begin
                new_brow <= curr_brow + 1; 
                up_down <= 1;
                nextState <= READROM;       
            end
            LEFT: begin
                new_bcol <= curr_bcol - 1; 
                up_down <= 0;
                nextState <= READROM;
            end
            RIGHT: begin
                new_bcol <= curr_bcol + 1;
                up_down <= 0;
                nextState <= READROM; 
            end
            READROM: begin
                o_rom_en <= 1;
                o_rom_addr <= new_bcol + new_brow + (new_bcol*31);
                nextState <= CHECK;
            end
            CHECK: begin
                if((i_rom_data[15:12] == 0 && i_rom_data[11:8] == 0 && i_rom_data[7:4] == 0) || new_bcol < 0 || new_brow < 0 || new_bcol > 39 || new_brow > 29) begin
                    nextState <= PLAY;
                end
                else begin
                    nextState <= UPDATE;
                end
            end
            UPDATE: begin
                if(!up_down) begin
                    curr_bcol <= new_bcol;
                    o_player_bcol <= new_bcol;
                end
                else begin
                    curr_brow <= new_brow;
                    o_player_brow <= new_brow;
                end
                nextState <= PLAY;
            end
            END: begin
                if(i_control) begin
                   finished <= 1;
                   nextState <= IDLE; 
                end
            end
            default: begin 
                nextState <= IDLE;
            end
        endcase
        currentState <= nextState;
    end
end
always_comb begin
end
endmodule
==> /design/flow/run.sh <==
#!/bin/bash
# OpenROAD 26Q1-2900-gdf79404cd8, Yosys 0.63+post, stock flow scripts
make -C /OpenROAD-flow-scripts/flow DESIGN_CONFIG=/design/flow/config.mk WORK_HOME=/design/flow/orfs finish
==> results_slide.txt <==
Key Metrics from the Run

Routing
  • Vias: 3154
  • Number of routed nets with antenna violations: 0
  • Number of detailed-route iterations in the first pass: 4
  • Aggregate routed wire length: 9020 um
  • Number of DRC markers in iteration 0: 131
  • # DRC: 0
  • Routed WL per cell: 15.2 um
  • Number of vias per cell: 5.31
  • Number of diodes added for antenna fixing: 0

GRT
  • Number of antenna violations at the first check in global routing: 0
  • GRT overflow: 0
  • Number of global-route vias before repair: 2981
  • Largest net degree at the start of global routing: 22
  • First-pass GRT wire length: 15000 um
  • GRT Resource Usage Total: 0.233

Yosys
  • Flip-flops with a built-in enable: 11
  • Mean Syn Cell Area: 9.32 um2
  • Warnings from Yosys: 8
  • Main logic family: adder cells
  • Post-synthesis simple-gate area fraction: 0.156
  • Summed standard-cell area reported by yosys: 4100 um2
  • Cell accounting for the most synthesized area: dfxtp_1
  • Yosys cell count: 440
  • Xor and xnor area share after synthesis: 0.0793
  • Share of cell area taken by muxes after synthesis: 0.00488
  • Dominant register cell: dfxtp_1
  • Top cells by area: dfxtp_1, ha_1, fa_1, edfxtp_1, xnor2_1
  • Syn Std Cell Area: 4100 um2
  • Area leader share: 0.186
  • Count of mapped cells out of synthesis: 440
  • Cell Type Count: 68
  • AO/OA Area Share: 0.176
  • Sequential element share of the synthesized area: 0.266
  • Yosys adder share: 0.231
  • Register bit count reported by yosys: 49
  • FFs w/ async S/R, synth: 0

STA
  • Number of max-slew violations in the final report: 0
  • Slack of the critical path: 165 ps
  • Count of final hold-check violations: 0
  • Setup clock skew after layout: 13.6 ps
  • Unrepaired setup endpoints after global routing: true
  • Period utilization: 0.959
  • Worst slew slack as a fraction of its limit: 0.526
  • Final critical-path required period: 3840 ps
  • Number of setup violations in the final report: 0
  • Actual slew at the worst max-slew pin: 708 ps
  • Fmax: 0.261 GHz
  • Final sum of negative setup slack: 0 ps

Clocking
  • Clock Tree Buf Depth: 2
  • CTS root buffer: clkbuf_8
  • Number of sinks on the clock net: 49
  • Total CTS buffers: 5
  • Max H-tree Level: 2
  • Worst skew pair latency: 300 ps
  • CTS tree: yes
  • Clock Pin Slew Worst Setup and Hold Paths: 100 ps
  • Number of buffers inserted by post-CTS setup repair: 0

Min path
  • Type of the most critical hold path: reg -> reg
  • Cell count of the worst hold path: 1

Flow run
  • Number of maximum-capacitance constraint violations: 0
  • Number of logged tool warnings: 43

Die
  • Floorplan core density: 0.522
  • Placeable core area: 7850 um2
  • Total I/O pin count: 67
  • Height of the die: 92.6 um
  • Standard-cell rows: 32
  • Chip area: 8570 um2
  • X dimension of the die: 92.6 um

Final layout
  • Layout cells sized above 1: 0.0894
  • Post-route core utilization: 0.608
  • Area added between synthesis and finish: 16.3%

Power and ir drop
  • Pwr dens: 289 nW/um2
  • Highest ir drop seen on vdd: 0.204 mV
  • Leakage component of the power: 2.02 nW
  • Final Total Pwr: 1.38 mW

Placed design
  • DP Worst Slack: 25.3 ps
  • Final HPWL DP: 7000 um
  • Number of buffers added on ports: 53
  • Final weighted congestion of routability-driven global placement: 0.932

Setup path
  • Max FO, Critical Path: 4
  • Startpoint Class: flop
  • Cell depth of the worst flop-to-flop path: 13
  • Required time reported for the critical path endpoint: 4050 ps
  • CP Capture Type: flop
  • Endpoint arrival time on the critical path: 3880 ps
  • WS Path Type: reg -> reg

Outcome
  • Run status: finished clean
==> cell type report <==
cell class	count	area (um2)
multi-input cells	333	2700
fillers	682	3080
clock inverters	1	7.51
flip-flops and latches	49	1090
well taps	102	128
clock buffers	7	80.1
repair buffers	65	621
inverters	37	139
==> where the power goes <==
part	switching, mW	leakage (nW)	total, mW	internal (mW)
Clock	0.168	0.0419	0.299	0.131
Combinational	0.257	1.57	0.477	0.220
Sequential	0.0430	0.409	0.603	0.560
Total	0.468	2.02	1.38	0.911
==> sequential cells by signal (all words and copies together), names as in the netlist <==
signal,flops
o_rom_addr,11
curr_bcol,6
new_bcol,6
new_brow,6
o_player_brow,6
currentState,4
nextState,4
count_i_control,2
curr_brow,1
finished,1
pressed,1
up_down,1
==> path summary, 6_finish.rpt <==
kind / start / end / slack [ps]
worst max-delay path: new_bcol[2]$_SDFFE_PP0P_ / o_rom_addr[10]$_DFFE_PP_ / 160
worst min-delay path: nextState[0]$_SDFFE_PP1P_ / currentState[0]$_SDFF_PP1_ / 440
worst max register to register: new_bcol[2]$_SDFFE_PP0P_ / o_rom_addr[10]$_DFFE_PP_ / 160
worst min register to register: nextState[0]$_SDFFE_PP1P_ / currentState[0]$_SDFF_PP1_ / 440
==> cells by family (layout without fill, tap and decap cells) <==
| kind of cell | count (synthesis) | in the layout |
|---|---|---|
| AND/OR/NAND/NOR | 122 | 122 |
| XOR/XNOR | 32 | 32 |
| other | 2 | 9 |
| buffers and inverters | 65 | 110 |
| AND-OR/OR-AND | 103 | 103 |
| multiplexers | 2 | 2 |
| flip-flops | 49 | 49 |
| adder cells (fa/ha/maj) | 65 | 65 |
==> timing repair <==
action / CTS / global route
gates resized: 0 / 4
hold endpoints to repair: 0 / 0
hold buffers: 0 / 0
setup endpoints to repair: 0 / 3
==> cell usage after synthesis (4+ instances only) <==
library cell,number
ha_1,47
dfxtp_1,38
inv_1,37
nor2_1,30
nand2_1,28
a21oi_1,25
xnor2_1,23
fa_1,18
buf_4,16
edfxtp_1,11
nand3_1,10
a22oi_1,9
nor2b_1,8
o21ai_0,8
a211oi_1,7
a21o_1,7
nor3_1,7
a311oi_1,6
buf_2,6
xnor2_2,6
and2_1,5
nand2b_1,5
a31oi_1,4
nor4_1,4
o21ai_1,4
or2_2,4
==> worst max-delay path, stage by stage (launching register included) <==
cell     delay (ps)
dfxtp_1         420
inv_1           100
fa_1            510
inv_1            50
fa_1            530
inv_1            50
fa_1            490
fa_1            510
inv_1            40
ha_1            320
o21ai_1         110
a21oi_1         110
o31ai_1         240
xnor2_1         100
==> per-layer routing <==
metal | track usage | wire, um | up-vias
met4 | 0.0352 | 177 | 0
met3 | 0.0476 | 550 | 12
li1 | - | - | 1622
met1 | 0.406 | 4770 | 1434
met5 | 0 | 0 | -
met2 | 0.310 | 3520 | 86
==> placed cells by master, fill, tap and decap left out, drive strengths merged, types with 4 or more instances in the layout <==
cell type      instances
nor4                   4
fa                    18
nand3                 10
inv                   37
clkbuf                 7
dfxtp                 38
a211oi                 7
nor3                   8
nor2                  30
a21o                   7
nor2b                 10
o21bai                 4
clkdlybuf4s50         53
xnor2                 29
a311oi                 6
a22oi                 10
buf                   12
o21ai                 12
conb                   9
nand4                  4
edfxtp                11
and2                   5
nand2b                 6
nand2                 29
ha                    47
a31oi                  4
or2                    5
a21oi                 26
==> stage by stage <==
| stage | hold slack, ps | area, um2 | instances |
|---|---|---|---|
| after floorplan | 406 | 4130 | 447 |
| after global placement | 409 | 4670 | 586 |
| after detailed placement | 414 | 4670 | 586 |
| after CTS | 440 | 4760 | 594 |
| after global routing | 448 | 4770 | 594 |
| final | 437 | 4770 | 594 |
Power is estimated from default activity; no workload was simulated.
